## design.v

```verilog
`timescale 1ns / 1ps
module strassen_2x2(
    input clk,   
    input rst,   
    input [31:0] A11, A12, A21, A22,   
    input [31:0] B11, B12, B21, B22,   
    output reg [31:0] C11, C12, C21, C22   
);
    reg [31:0] M1, M2, M3, M4, M5, M6, M7;
    reg [31:0] S1, S2, S3, S4, S5, S6, S7;
    reg [31:0] T1, T5, T6;
    reg [31:0] stage1_M1, stage1_M2, stage1_M3, stage1_M4, stage1_M5, stage1_M6, stage1_M7;
    reg [31:0] stage2_C11, stage2_C12, stage2_C21, stage2_C22;
    always @(posedge clk or posedge rst) begin
        if (rst) begin
            M1 <= 32'b0;
            M2 <= 32'b0;
            M3 <= 32'b0;
            M4 <= 32'b0;
            M5 <= 32'b0;
            M6 <= 32'b0;
            M7 <= 32'b0;
            C11 <= 32'b0;
            C12 <= 32'b0;
            C21 <= 32'b0;
            C22 <= 32'b0;
        end else begin
            S1 <= A11 + A22;
            T1 <= B11 + B22;
            S2 <= A21 + A22;
            S3 <= B12 - B22;
            S4 <= B21 - B11;
            S5 <= A11 + A12;
            S6 <= A21 - A11;
            T5 <= B11 + B12;
            S7 <= A12 - A22;
            T6 <= B21 + B22;
            M1 <= S1 * T1;
            M2 <= S2 * B11;
            M3 <= A11 * S3;
            M4 <= A22 * S4;
            M5 <= S5 * B22;
            M6 <= S6 * T5;
            M7 <= S7 * T6;
            C11 <= M1 + M4 - M5 + M7;
            C12 <= M3 + M5;
            C21 <= M2 + M4;
            C22 <= M1 - M2 + M3 + M6;
        end
    end
endmodule
```

## run.sh

```bash
#!/bin/bash
# OpenROAD 26Q1-2900-gdf79404cd8, Yosys 0.63+post, stock flow scripts
make -C /OpenROAD-flow-scripts/flow DESIGN_CONFIG=/design/flow/config.mk WORK_HOME=/design/flow/orfs finish
```

## config.mk

```make
export PLATFORM = sky130hd
export DESIGN_NAME = strassen_2x2
export DESIGN_NICKNAME = strassen_2x2
export VERILOG_FILES = /design/flow/design.v
export SDC_FILE = /design/flow/constraint.sdc
export NUM_CORES = 4
export LEC_CHECK = 1
export CORE_UTILIZATION = 40
```

## constraint.sdc

```tcl
current_design strassen_2x2

set clk_period 15.1
set clk_io_pct 0.2

create_clock -name clk0 -period $clk_period [get_ports {clk}]

set non_clock_inputs [all_inputs -no_clocks]
set_input_delay [expr $clk_period * $clk_io_pct] -clock clk0 $non_clock_inputs
set_output_delay [expr $clk_period * $clk_io_pct] -clock clk0 [all_outputs]
```

==> impl_metrics.py <==
# Synthesis and PnR figures
metrics = {
    "finish": {
        "regArea_mm2": 0.01842,
        "final_area_mm2": 0.1646,
        "layout-drive-gt1-share_pct": 3.853,
        "areaGrowthSynthToFinish_pct": 9.423,
        "final_core_util_pct": 44.08,
        "final.fill_count": 35902,
        "comb_area_mm2": 0.1174,
    },
    "floorplanning": {
        "core_mm2": 0.3733,
        "row_count": 224,
        "io_pins": 386,
        "die-area_mm2": 0.3784,
        "die.size.y_um": 615.2,
        "core_util_floorplan_pct": 40.28,
        "die_w_um": 615.2,
    },
    "critical_path": {
        "startpoint_type": "primary input",
        "reg2reg_from": "T5[2]$_DFFE_PN_",
        "cp_slowest_cell": "fa_1",
        "worstPathRequired_ps": 15910,
        "path_max_fanout": 26,
        "critical_path_class": "in -> reg",
        "reg2regPathDepth": 24,
        "crit_arrival_ps": 10520,
        "worstSetupEndpointType": "register",
        "crit_top_cell": "fa_1",
        "slowest_delay_ps": 530,
        "r2r_slack_ps": 7310,
        "r2r_end": "M6[31]$_DFF_PP0_",
    },
    "grt": {
        "gr-usage-all-layers_pct": 30.05,
        "grt_pass1_wl_mm": 772.3,
        "grt_pass1_vias": 115360,
        "gr-usage-met1_pct": 37.89,
        "grt.met2_usage_pct": 42.12,
        "grt_max_degree": 103,
        "antenna_found_initial": 76,
        "gr-total-overflow": 0,
        "grtUsageMet3_pct": 17.09,
        "top_usage_layer": "met2",
    },
    "logic_synthesis": {
        "synth-edff-count": 320,
        "async_reset_ff_share_pct": 52.38,
        "ff_type": "dfrtp_1",
        "fa_ha_area_share_pct": 50.60,
        "ys_sh_simple_pct": 15.71,
        "synth_seq_share_pct": 12.25,
        "yosys_warnings": 1,
        "synthMuxAreaShare_pct": 0.006656,
        "postSynthAreaPerCell_um2": 9.435,
        "synthXorXnorAreaFrac_pct": 5.777,
        "logic_family": "adder cells",
        "ys_cells": 15939,
        "synthCells": 15939,
        "synthesis.area_mm2": 0.1504,
        "ys_sh_aoi_pct": 5.991,
        "synth_cell_type_count": 80,
        "synth_chip_area_mm2": 0.1504,
        "synth-seq-cells": 672,
    },
    "outcome": {
        "status": "finished clean",
    },
    "detailed_routing": {
        "drt-initial-drc-count": 5626,
        "drc_errors": 0,
        "first_pass_iters": 6,
        "ant_nets": 0,
        "wl_per_cell_um": 24.34,
        "wl_mm": 519.4,
        "vias": 108585,
        "vias_per_cell": 5.088,
    },
    "clock_tree": {
        "htree_levels": 3,
        "cts.clk_slew.worst_paths_ps": 60,
        "clockBufferDepth": 4,
        "holdBufCountCts": 0,
        "postCtsSetupBuffers": 0,
        "cts_root_buf": "clkbuf_16",
        "cts_tree": "done",
        "clock_latency_ps": 890,
        "cts_resized": 0,
        "cts_buffers": 92,
        "clock-sinks": 672,
    },
    "sta": {
        "tns_ps": 0,
        "timing.final.crit_share_pct": 64.36,
        "fin_skew_ps": 119.7,
        "hold_viol_final": 0,
        "rsz0062_at_grt": "no",
        "slew_headroom_pct": 18.93,
        "worst_pin_slew_ps": 1207,
        "slew_viol_final": 0,
        "fmax_ghz": 0.1029,
        "finalSetupViolCount": 0,
        "period_needed_ps": 9718,
    },
    "job": {
        "cap_violations": 0,
        "tool_warnings": 33,
    },
    "worst_hold_path": {
        "worstHoldStart": "M7[0]$_DFF_PP0_",
        "worstHoldEndpoint": "C11[0]$_DFF_PP0_",
        "hold_class": "reg -> reg",
        "whs_path_depth": 1,
    },
    "placement": {
        "portBuffers": 385,
        "dp_hpwl_mm": 421.6,
        "routabilityCongestion": 1.018,
        "placed_area_mm2": 0.1611,
    },
}
==> per-layer routing <==
layer,wire [um],vias to the layer above
met5,824,-
met4,34990,66
met3,73290,984
met2,221300,4793
met1,189000,54118
li1,-,48624
==> stage by stage <==
step | setup slack (ps) | std cells | hold slack (ps)
3_3_place_gp | 4494 | 21076 | 691.7
4_1_cts | 5408 | 21243 | 682.0
5_1_grt | 4872 | 21280 | 690.2
2_1_floorplan | 1066 | 15939 | 466.0
6_report | 5382 | 21340 | 661.1
3_5_place_dp | 4499 | 21076 | 686.3
==> cells in the mapped netlist (34+ instances only) <==
cell,count,area [um2]
a21o_1,225,1689
o21a_1,81,608.1
dfrtp_1,352,8808
nor2_1,335,1257
a31oi_1,45,281.5
nor2b_1,88,550.5
ha_1,1295,16200
nand3_1,90,450.4
o21bai_1,73,548.0
nand2_1,1929,7241
inv_1,3257,12230
a21oi_1,465,2327
edfxtp_1,320,9609
a211oi_1,34,255.2
xnor2_1,780,6832
fa_1,2992,59900
nand2b_1,73,456.7
o21ai_0,243,1216
xor2_1,212,1857
nor3_1,75,375.4
and2_1,1992,12460
clkbuf_1,613,2301
==> worst max-delay path: cells and delay by family <==
| family | cells | cell delay (ps) |
|---|---|---|
| AOI/OAI and AO/OA | 7 | 1460 |
| and+or+nand+nor | 4 | 570 |
| xor gates and xnor gates | 1 | 140 |
| buffers and inverters | 7 | 1180 |
| adders and majority gates | 9 | 4140 |
==> layout make-up <==
class,count,area share [%]
clock inverter,58,0.4266
clock buffer,109,1.525
antenna,97,0.1475
multi-input combinational,11395,71.36
inverter,3257,7.432
sequential,672,11.19
tap,4972,3.781
timing repair buffer,780,4.133
==> worst max-delay path by stage <==
| stage | from | endpoint | slack [ps] |
|---|---|---|---|
| global route | A11[9] | M3[30]$_DFF_PP0_ | 4870 |
| finish | A11[9] | M3[30]$_DFF_PP0_ | 5380 |
| CTS | A11[14] | M3[30]$_DFF_PP0_ | 5410 |
==> logic make-up (layout without fill, tap and decap cells) <==
family,Yosys count,count (layout)
AND/OR/NAND/NOR,4706,4706
adder cells (fa/ha/maj),4287,4287
buffers and inverters,3872,4204
AND-OR/OR-AND,1409,1409
XOR/XNOR,992,992
flip-flops,672,672
multiplexers,1,1
other,0,97
==> placed cells by master (no fill, tap or decap), types with 320 or more instances in the layout <==
cell,count
ha_1,1295
xnor2_1,780
fa_1,2992
nand2_1,1929
a21oi_1,465
inv_1,3256
edfxtp_1,320
clkdlybuf4s50_1,374
buf_4,392
and2_1,1992
dfrtp_1,352
nor2_1,335
