==> flow/config.mk <==
export PLATFORM = sky130hd
export DESIGN_NAME = matrix_sub
export DESIGN_NICKNAME = matrix_sub
export VERILOG_FILES = /design/flow/design.v
export SDC_FILE = /design/flow/constraint.sdc
export NUM_CORES = 4
export LEC_CHECK = 1
export CORE_AREA = 10 10 168 168
export DIE_AREA = 0 0 178 178
==> flow/constraint.sdc <==
current_design matrix_sub

set clk_period 18.6
set clk_io_pct 0.2

create_clock -name clk0 -period $clk_period

set non_clock_inputs [all_inputs -no_clocks]
set_input_delay [expr $clk_period * $clk_io_pct] -clock clk0 $non_clock_inputs
set_output_delay [expr $clk_period * $clk_io_pct] -clock clk0 [all_outputs]
==> flow/design.v <==
`timescale 1ns / 1ps
module matrix_sub(
    input [31:0] a11, a12, a21, a22,   
    input [31:0] b11, b12, b21, b22,   
    output [31:0] c11, c12, c21, c22   
);
    assign c11 = a11 - b11;
    assign c12 = a12 - b12;
    assign c21 = a21 - b21;
    assign c22 = a22 - b22;
endmodule
==> flow/run.sh <==
#!/bin/bash
# OpenROAD 26Q1-2900-gdf79404cd8, Yosys 0.63+post, stock flow scripts
make -C /OpenROAD-flow-scripts/flow DESIGN_CONFIG=/design/flow/config.mk WORK_HOME=/design/flow/orfs finish
==> impl_metrics.env <==
# flow metrics
export IMPL_cts_hold_repair_buffers=0
export IMPL_dieHeight_um=178
export IMPL_antenna_nets_post_route=0
export IMPL_maxCapViolations=0
export IMPL_run_status="finished, final reports clean"
export IMPL_first_iter_violations=524
export IMPL_critical_path_required_ns=14.88
export IMPL_power_density_nw_per_um2=37.50
export IMPL_timing_slew_headroom_pct=58.18
export IMPL_end_kind="primary output"
export IMPL_hold_path_class="in2out"
export IMPL_power_ir_vdd_worst_uv=19.12
export IMPL_worst_setup_path_type="in2out"
export IMPL_report_final_slew_viol_count=0
export IMPL_post_synth_top_count_cell="sky130_fd_sc_hd__inv_1"
export IMPL_totalNegativeSetupSlack_ns=0
export IMPL_ys_seq_share_pct=0
export IMPL_synth_largest_area_cell="sky130_fd_sc_hd__ha_1"
export IMPL_sequential_cell_area_um2=0
export IMPL_max_freq_mhz=90.95
export IMPL_drt_pass1_iter_count=5
export IMPL_worstMarginPinSlew_ns=0.6116
export IMPL_synth_yosys_warnings=0
export IMPL_maximum_number_of_pins_on_one_net_before_global_route_repair=12
export IMPL_drt_vias_per_instance=4.905
export IMPL_synth_area_yosys_um2=7288
export IMPL_post_route_util_pct=46.57
export IMPL_flops=0
export IMPL_worst_setup_startpoint="a22[0]"
export IMPL_synthTopCellsByCount="sky130_fd_sc_hd__inv_1 (159), sky130_fd_sc_hd__ha_1 (124), sky130_fd_sc_hd__a21oi_1 (117)"
export IMPL_critical_path_startpoint_type="input pin"
export IMPL_holdCritStartpoint="b22[0]"
export IMPL_core_um2=24460
export IMPL_fp_utilization_pct=29.79
export IMPL_chip_area_um2=31680
export IMPL_multi_input_comb_area_um2=6544
export IMPL_postCtsSetupBuffers=0
export IMPL_final_min_period_over_clock_period_pct=59.11
export IMPL_synthTopCellsByArea="sky130_fd_sc_hd__ha_1 (21%), sky130_fd_sc_hd__xnor2_1 (8.4%), sky130_fd_sc_hd__inv_1 (8.2%)"
export IMPL_final_layout_size_suffix_gt1_share_pct=1.865
export IMPL_nFillCells=2531
export IMPL_dpl_hpwl_mm=26.97
export IMPL_post_drt_wl_per_cell_um=16.81
export IMPL_critPathArrivalTime_ns=7.28
export IMPL_gr_total_overflow=0
export IMPL_ys_cells=1090
export IMPL_timing_hold_violations_final=0
export IMPL_finalWeightedCongestion=0.9367
export IMPL_max_fanout_on_critical_path=4
export IMPL_setup_viol=0
export IMPL_grt_pass1_vias=8581
export IMPL_post_cts_resize_count=0
export IMPL_vias=8697
export IMPL_pin_count=384
export IMPL_num_rows=57
export IMPL_layout_min_cycle_time_ns=11.00
export IMPL_syn_mean_instance_area_um2=6.686
export IMPL_grt_antenna_before_repair=3
export IMPL_clock_buffers=0
export IMPL_die_width_um=178
export IMPL_mapped_cell_area_um2=7288
export IMPL_io_buffer_count=384
export IMPL_grt_first_pass_wirelength_mm=45.87
export IMPL_area_growth_synth_to_final_pct=56.31
export IMPL_drt_drc_violations_left=0
export IMPL_post_synth_inst_count=1090
export IMPL_drt_wl_total_mm=29.81
export IMPL_grtUsageTotal_pct=17.87
export IMPL_p_leak_nw=5.380
export IMPL_warning_count=32
export IMPL_rsz0062_at_grt="no"
export IMPL_netlist_cell_type_count=75
export IMPL_synth_top_area_share_pct=21.29
cell type report:
type	count	area share (%)
Antenna cell	1	0.02197
Inverter	159	5.239
Tap cell	324	3.558
Timing Repair Buffer	384	33.74
Multi-Input combinational cell	905	57.44
power breakdown:
group	total, mW	internal, mW	switching, mW
Sequential	0	0	0
Combinational	0.427	0.252	0.176
Clock	0.00000000719	0.00000000719	0
Total	0.427	0.252	0.176
path summary, 6_finish.rpt:
kind	end	depth (start not counted)
worst min-delay path	c22[0]	4
worst max-delay path	c22[30]	13
kinds of logic after synthesis:
family	synth area share (%)
AND/OR/NAND/NOR	20.41
XOR/XNOR	13.10
multiplexers	0.5665
AND-OR/OR-AND	33.32
adder cells (fa/ha/maj)	22.39
buffers and inverters	10.21
worst max-delay path: stages:
cell and delay, ns:
sky130_fd_sc_hd__clkdlybuf4s50_1 0.45, sky130_fd_sc_hd__inv_1 0.04, sky130_fd_sc_hd__ha_1 0.21, sky130_fd_sc_hd__fa_1 0.42, sky130_fd_sc_hd__nor2b_1 0.16, sky130_fd_sc_hd__o31ai_1 0.13
sky130_fd_sc_hd__a2111oi_0 0.60, sky130_fd_sc_hd__nor2_1 0.22, sky130_fd_sc_hd__o31ai_2 0.33, sky130_fd_sc_hd__a211oi_2 0.17, sky130_fd_sc_hd__o21ai_1 0.17, sky130_fd_sc_hd__xor2_1 0.17
sky130_fd_sc_hd__clkdlybuf4s50_1 0.49
placed cells by master, fill, tap and decap left out, drive strengths merged, types with 4 or more instances in the layout:
cell and n:
clkdlybuf4s50 384, inv 159, ha 124, a21oi 117, nor2 74, nand2 74
xnor2 70, a21o 68, o21ai 56, xor2 39, nand3 28, nand2b 23
nor3 21, nor2b 19, a31oi 17, nand4 16, o211ai 15, o21a 14
a211oi 11, and3 10, o21bai 9, and2 9, o31ai 9, or3 7
a21boi 6, and4 6, o2111ai 5, a2111oi 5, or2 4, a311oi 4
fa 4
layer usage:
| layer | track usage, % | part of all wire [%] |
|---|---|---|
| met3 | 5.024 | 8.9 |
| met5 | 0 | 0.023 |
| met4 | 1.563 | 1.2 |
| met2 | 31.69 | 49 |
| met1 | 21.78 | 41 |
per-stage QoR:
stage	cells	total power [mW]	cell area, µm²	hold WS (ns)	worst slack, ns
floorplan	1090	0.1988	7288	7.551	9.023
global placement	1772	0.4314	11390	8.439	7.763
detailed placement	1772	0.4295	11390	8.439	7.609
CTS	1772	0.4326	11390	8.442	7.594
global route	1773	0.4724	11390	8.481	7.254
finish	1773	0.4272	11390	8.436	7.605
Power and IR drop assume default switching activity.
