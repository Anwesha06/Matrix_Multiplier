### ./run.sh
#!/bin/bash
# OpenROAD 26Q1-2900-gdf79404cd8, Yosys 0.63+post, stock flow scripts
make -C /OpenROAD-flow-scripts/flow DESIGN_CONFIG=/design/flow/config.mk WORK_HOME=/design/flow/orfs finish
### ./design.v
`timescale 1ns / 1ps
module matrix_add(
    input [31:0] a11, a12, a21, a22,   
    input [31:0] b11, b12, b21, b22,   
    output [31:0] c11, c12, c21, c22   
);
    assign c11 = a11 + b11;
    assign c12 = a12 + b12;
    assign c21 = a21 + b21;
    assign c22 = a22 + b22;
endmodule
### ./config.mk
export PLATFORM = sky130hd
export DESIGN_NAME = matrix_add
export DESIGN_NICKNAME = matrix_add
export VERILOG_FILES = /design/flow/design.v
export SDC_FILE = /design/flow/constraint.sdc
export NUM_CORES = 4
export LEC_CHECK = 1
export CORE_AREA = 10 10 161 161
export DIE_AREA = 0 0 171 171
### ./constraint.sdc
current_design matrix_add

set clk_period 13.1
set clk_io_pct 0.2

create_clock -name clk0 -period $clk_period

set non_clock_inputs [all_inputs -no_clocks]
set_input_delay [expr $clk_period * $clk_io_pct] -clock clk0 $non_clock_inputs
set_output_delay [expr $clk_period * $clk_io_pct] -clock clk0 [all_outputs]
==> report_table.html <==
<h2>Implementation results</h2>
<table>
<tr><th>Metric</th><th>Value</th></tr>
<tr><th colspan="2">Cells and area</th></tr>
<tr><td>Final core utilization</td><td>45.9%</td></tr>
<tr><td>Fraction of final layout cells sized beyond drive strength 1</td><td>1.05%</td></tr>
<tr><td>Sequential cell count</td><td>0</td></tr>
<tr><td>Growth of design area from synthesis to finish</td><td>65.9%</td></tr>
<tr><td>FF/Latch Area</td><td>0 um^2</td></tr>
<tr><td>Number of clock-tree buffers in the layout</td><td>0</td></tr>
<tr><th colspan="2">Placed design</th></tr>
<tr><td>Number of buffers added on ports</td><td>384</td></tr>
<tr><td>Placer congestion estimate</td><td>0.935</td></tr>
<tr><td>Placed wire-length estimate after detailed placement</td><td>25,400 um</td></tr>
<tr><th colspan="2">Global route</th></tr>
<tr><td>GRT Resource Usage Total</td><td>17.9%</td></tr>
<tr><td>First-pass GRT wire length</td><td>41,700 um</td></tr>
<tr><td>Maximum number of pins on one net before global-route repair</td><td>11</td></tr>
<tr><td>Antenna violations before repair</td><td>1</td></tr>
<tr><td>Total congestion overflow after global routing</td><td>0</td></tr>
<tr><td>Number of global-route vias before repair</td><td>7,525</td></tr>
<tr><th colspan="2">Power</th></tr>
<tr><td>Power per cell area</td><td>55.6 mW/mm^2</td></tr>
<tr><td>Leakage power total</td><td>4.44 nW</td></tr>
<tr><td>IR Drop Worst-Case VDD</td><td>0.0000231 V</td></tr>
<tr><th colspan="2">Routing</th></tr>
<tr><td>Wirelength per Cell</td><td>18.3 um</td></tr>
<tr><td>Drt drc</td><td>0</td></tr>
<tr><td>1st-iter DRT viols</td><td>344</td></tr>
<tr><td>Vias per std cell</td><td>5.05</td></tr>
<tr><td>Wire length after detailed routing</td><td>28,000 um</td></tr>
<tr><td>Length of the first detailed-routing pass in iterations</td><td>5</td></tr>
<tr><td>Number of nets with antenna violations after routing</td><td>0</td></tr>
<tr><td>Vias post-DR</td><td>7,723</td></tr>
<tr><th colspan="2">STA</th></tr>
<tr><td>Max Clk Rate</td><td>0.110 GHz</td></tr>
<tr><td>Minimum period implied by the final worst setup slack</td><td>9.08 ns</td></tr>
<tr><td>Unrepaired setup endpoints after global routing</td><td>no</td></tr>
<tr><td>Count of pins over their slew limit</td><td>0</td></tr>
<tr><td>Setup tns final</td><td>0 ns</td></tr>
<tr><td>Final number of hold-violating endpoints</td><td>0</td></tr>
<tr><td>Final tally of setup violations</td><td>0</td></tr>
<tr><td>Worst rel slew slack</td><td>50.7%</td></tr>
<tr><td>Slew at the pin closest to its max-slew limit</td><td>0.730 ns</td></tr>
<tr><td>Share of the clock period used by the worst path</td><td>69.3%</td></tr>
<tr><th colspan="2">Synth</th></tr>
<tr><td>Sequential fraction of the synthesis area</td><td>0%</td></tr>
<tr><td>Post-synth area from yosys stat</td><td>0.00625 mm^2</td></tr>
<tr><td>Synth warnings</td><td>0</td></tr>
<tr><td>Post-synthesis instance area</td><td>0.00625 mm^2</td></tr>
<tr><td>Yosys stat cell total</td><td>880</td></tr>
<tr><td>Avg Cell Area, Syn</td><td>7.10 um^2</td></tr>
<tr><td>Post-synthesis instance total</td><td>880</td></tr>
<tr><td>Count of distinct cell types in the synthesized netlist</td><td>62</td></tr>
<tr><th colspan="2">Floorplanning</th></tr>
<tr><td>Die extent in x</td><td>171 um</td></tr>
<tr><td>Placement row count</td><td>55</td></tr>
<tr><td>Height of the die</td><td>171 um</td></tr>
<tr><td>Die outline area</td><td>0.0292 mm^2</td></tr>
<tr><td>Core Density at Floorplan</td><td>27.7%</td></tr>
<tr><td>Core region area</td><td>0.0226 mm^2</td></tr>
<tr><td>I/O pins</td><td>384</td></tr>
<tr><th colspan="2">Hold path</th></tr>
<tr><td>Worst min path class</td><td>in2out</td></tr>
<tr><th colspan="2">Setup path</th></tr>
<tr><td>Crit-path max FO</td><td>3</td></tr>
<tr><td>Setup crit start kind</td><td>primary input</td></tr>
<tr><td>Worst setup path class</td><td>in2out</td></tr>
<tr><td>Worst path arrival time</td><td>6.46 ns</td></tr>
<tr><td>Data required time at the worst endpoint</td><td>10.48 ns</td></tr>
<tr><td>Kind of end point of the critical path</td><td>output pin</td></tr>
<tr><th colspan="2">Job</th></tr>
<tr><td>Max-cap check violation count</td><td>0</td></tr>
<tr><td>Tool warnings</td><td>32</td></tr>
<tr><th colspan="2">Clock network</th></tr>
<tr><td>Number of buffers inserted to repair setup after CTS</td><td>0</td></tr>
<tr><td>Post-CTS Hold Fix Bufs</td><td>0</td></tr>
<tr><td>Cts repair resizes</td><td>0</td></tr>
<tr><th colspan="2">Run status</th></tr>
<tr><td>Run status</td><td>complete, no violations</td></tr>
</table>
## metrics by stage
stage	instances	instance area [um^2]	hold WS (ns)	total power [W]	worst slack (ns)
5_1_grt	1528	10400	6.32	0.000635	3.83
3_3_place_gp	1527	10400	6.29	0.000582	4.03
6_report	1528	10400	6.28	0.000576	4.02
4_1_cts	1527	10400	6.28	0.000584	3.97
2_1_floorplan	880	6250	5.31	0.000253	5.38
3_5_place_dp	1527	10400	6.28	0.000580	4.00
## cell type report
| class | instances | area [um^2] |
|---|---|---|
| Fill cell | 2227 | 12200 |
| Timing Repair Buffer | 384 | 3840 |
| Inverter | 25 | 93.8 |
| Multi-Input combinational cell | 833 | 6070 |
| Antenna cell | 1 | 2.50 |
| Tap cell | 285 | 357 |
## power by group
| group | leakage (nW) | switching [W] | internal (W) |
|---|---|---|---|
| logic | 4.44 | 0.000229 | 0.000347 |
| clock network | 0.00000634 | 0 | 0.0000000000102 |
| registers | 0 | 0 | 0 |
| total | 4.44 | 0.000229 | 0.000347 |
## worst max-delay path, cell delays in order
cell and delay (ns):
clkdlybuf4s50_1 0.42, ha_1 0.25, fa_1 0.44, a211oi_1 0.31, or3_1 0.19, nand3_2 0.10, a311o_1 0.39, a311o_2 0.49
a31oi_4 0.23, nor2_2 0.07, a21oi_1 0.28, xnor2_1 0.17, clkdlybuf4s50_1 0.49
## synthesized netlist by cell type, drive strengths merged, types with 9 or more instances
cell type	n	area, um^2
ha	124	1550
a21oi	112	572
xnor2	74	648
nand2	72	270
a21o	66	495
nor2	60	228
o21ai	59	295
xor2	42	368
inv	25	93.8
nand3	23	120
clkbuf	21	78.8
nor2b	17	106
a31oi	14	103
o211ai	13	97.6
nand4	11	68.8
nand2b	10	62.6
o21a	10	75.1
a211oi	9	72.6
and3	9	56.3
nor3	9	45.0
o21bai	9	67.6
## metal layers
| metal | global-route usage [%] | up-vias | wire (um) | part of all wire [%] |
|---|---|---|---|---|
| met5 | 0 | - | 0 | 0 |
| met4 | 2.23 | 0 | 378 | 1.4 |
| met3 | 6.19 | 16 | 2750 | 9.8 |
| met2 | 31.7 | 252 | 13700 | 49 |
| met1 | 20.8 | 3415 | 11200 | 40 |
| li1 | - | 4040 | - | - |
## cell usage in the layout, fill, tap and decap left out, types with 13 or more instances in the layout
| cell type | instances |
|---|---|
| nand3_1 | 22 |
| ha_1 | 124 |
| inv_1 | 25 |
| nand2_1 | 72 |
| nor2b_1 | 17 |
| a21oi_1 | 111 |
| clkdlybuf4s50_1 | 384 |
| nor2_1 | 59 |
| a31oi_1 | 13 |
| xor2_1 | 42 |
| o211ai_1 | 13 |
| xnor2_1 | 74 |
| o21ai_1 | 15 |
| a21o_1 | 66 |
| o21ai_0 | 44 |
## path summary, 6_finish.rpt
check  cells past startpoint  slack (ns)      end    from
max                       13        4.02  c12[30]  a12[0]
min                        3        6.28   c22[0]  a22[0]
## kinds of logic after synthesis
kind of cell    Yosys count  synth area share [%]
simple gates            244                  18.9
compound gates          344                  35.7
buf+inv                  47                  2.84
mux                       1                 0.160
xor+xnor                116                  16.2
fa+ha+maj               128                  26.1
Power figures rest on the tool's default switching activity, not on a simulated workload.
